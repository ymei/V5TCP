===== flow/design.v =====
`timescale 1ns / 1ps
module dac_inter8568(reset,clk,dataa,datac,datae,datag,din,sclk,syn
    );   
input reset;
input clk;
input [15:0] dataa;
input [15:0] datac;
input [15:0] datae;
input [15:0] datag;
output din;
output sclk;
output syn;
reg [15:0] a_dac_reg;
reg [15:0] c_dac_reg;
reg [15:0] e_dac_reg;
reg [15:0] g_dac_reg;
reg [31:0] pdata;
wire over;
reg wr_reset;
wr_inter wr_inter_inst(.reset(wr_reset),.clk(clk),.data(pdata),.DIN(din),.SCLK(sclk),.SYN(syn),.over(over));
always@(posedge clk)
begin
  a_dac_reg<=dataa;
  c_dac_reg<=datac;
  e_dac_reg<=datae;
  g_dac_reg<=datag;
end
parameter s0=8'h00,s1=8'h01,s2=8'h02,s3=8'h04,
          s4=8'h08,s5=8'h10,s6=8'h20,s7=8'h40,s8=8'h80;
reg [7:0] current_state,next_state;
 always@(posedge clk or negedge reset)
 begin
 if(!reset)
	current_state<=s0;
 else
	current_state<=next_state;
 end
 always@(over,current_state)
 begin
 case(current_state)
 s0:begin if(over) next_state<=s1; else next_state<=s0;  end
 s1:begin if(over) next_state<=s2; else next_state<=s1; end
 s2:begin if(over) next_state<=s3; else next_state<=s2; end
 s3:begin if(over) next_state<=s4; else next_state<=s3; end
 s4:begin if(over) next_state<=s5; else next_state<=s4; end
 s5:begin if(over) next_state<=s6; else next_state<=s5; end
 s6:begin if(over) next_state<=s7; else next_state<=s6; end
 s7:begin if(over) next_state<=s8; else next_state<=s7; end
 s8:begin next_state<=s8; end	
 default:begin next_state<=s0; end
 endcase
 end
 always@(posedge clk)
 begin
 case(next_state)
 s0:begin wr_reset<=1'b1; pdata<=32'h0a000000; end   
 s1:begin wr_reset<=1'b1; pdata<=32'h07000000; end   
 s2:begin wr_reset<=1'b1; pdata<=32'h090a0000; end   
 s3:begin wr_reset<=1'b1; pdata<=32'h040002AA; end   
 s4:begin wr_reset<=1'b1; pdata<={12'h030,a_dac_reg,4'h0}; end   
 s5:begin wr_reset<=1'b1; pdata<={12'h032,c_dac_reg,4'h0}; end   
 s6:begin wr_reset<=1'b1; pdata<={12'h034,e_dac_reg,4'h0}; end   
 s7:begin wr_reset<=1'b1; pdata<={12'h036,g_dac_reg,4'h0}; end   
 s8:begin wr_reset<=1'b0; pdata<=32'h0a000000; end
 default:begin wr_reset<=1'b1; pdata<=32'h0a000000; end
 endcase
 end
endmodule
`timescale 1ns / 1ps
module wr_inter(reset,clk,data,DIN,SCLK,SYN,over
    );
 input reset;
 input clk;
 input [31:0] data;
 output reg DIN;
 output reg SCLK;
 output reg SYN;
 output reg over;
 reg [5:0] cnt;
 reg [31:0] data_buf;
 parameter s0=4'b0000,s1=4'b0001,s2=4'b0010,s3=4'b0100,s4=4'b1000;
 reg [3:0] current_state,next_state;
 always@(posedge clk or negedge reset)
 begin
 if(!reset)
	current_state<=s0;
 else
	current_state<=next_state;
 end
 always@(cnt,current_state)
 begin
 case(current_state)
 s0:begin next_state<=s1; end
 s1:begin next_state<=s2; end
 s2:begin if(cnt>6'h20) next_state<=s4; else next_state<=s3; end
 s3:begin next_state<=s2; end
 s4:begin next_state<=s0; end
 default:begin next_state<=s0; end
 endcase
 end
 always@(posedge clk)
 begin
 case(next_state)
 s0:begin cnt<=6'h00; data_buf<=32'h0a000000; DIN<=1'b0; SCLK<=1'b1; SYN<=1'b1; over<=1'b0; end
 s1:begin cnt<=6'h00; data_buf<=data; DIN<=1'b0; SCLK<=1'b1; SYN<=1'b0; over<=1'b0; end
 s2:begin cnt<=cnt+1'b1; data_buf<=data_buf; DIN<=data_buf[31]; SCLK<=1'b1; SYN<=1'b0; over<=1'b0; end
 s3:begin cnt<=cnt; data_buf<=data_buf<<1; DIN<=DIN; SCLK<=1'b0; SYN<=1'b0; over<=1'b0; end
 s4:begin cnt<=6'h00; data_buf<=32'h00000000; DIN<=1'b0; SCLK<=1'b1; SYN<=1'b1; over<=1'b1; end
 default:begin cnt<=6'h00; data_buf<=32'h0a000000; DIN<=1'b0; SCLK<=1'b1; SYN<=1'b1; over<=1'b0; end
 endcase
 end
endmodule

===== flow/run.sh =====
#!/bin/bash
# OpenROAD 26Q1-2900-gdf79404cd8, Yosys 0.63+post, stock flow scripts
make -C /OpenROAD-flow-scripts/flow DESIGN_CONFIG=/design/flow/config.mk WORK_HOME=/design/flow/orfs finish

===== flow/config.mk =====
export PLATFORM = sky130hd
export DESIGN_NAME = dac_inter8568
export DESIGN_NICKNAME = dac_inter8568
export VERILOG_FILES = /design/flow/design.v
export SDC_FILE = /design/flow/constraint.sdc
export NUM_CORES = 4
export LEC_CHECK = 1
export CORE_UTILIZATION = 30

===== flow/constraint.sdc =====
current_design dac_inter8568

set clk_period 1.0
set clk_io_pct 0.2

create_clock -name clk0 -period $clk_period [get_ports {clk}]

set non_clock_inputs [all_inputs -no_clocks]
set_input_delay [expr $clk_period * $clk_io_pct] -clock clk0 $non_clock_inputs
set_output_delay [expr $clk_period * $clk_io_pct] -clock clk0 [all_outputs]

==> run summary <==
run results: status=finished with violations, failing checks=setup timing, Synth Cell Area=4890 sq um, Num CTS Buffers=17, final instance area=7390 sq um, share of post-route cells with drive strength above 1=0.360, pin count of the biggest net entering global routing=32, Setup crit start kind=register, min cycle time layout=~1600 ps, syn avg cell area=12.9 sq um, Total GRT Usage=0.132, yosys warns=2, Top cells excl fill/tap=dfxtp_1 (90), clkdlybuf4s50_1 (65), buf_4 (42), Hold Crit Class=register to asynchronous set/reset pin, Seq cells post-synth=143, max reg flops=31, crit path to=pdata[5], clock sinks=between 100 and 150, average wire per standard cell=14.3 um, number of global-route vias before repair=3463, gpl congestion=0.854, pwr dens=1650 nW/um^2, R2R Setup Slk=-630 ps, drt drc=0, top_reg_cell synth=dfxtp_1, P&R area growth vs syn=51.1%, Post-synth seq share=0.678, Worst-path clk slew=60 ps, via count=3411, gr ovfl total=0, CP Max Fanout=18, I/O pins=69, worst r2r dst=pdata[5], worst r2r src=current_state[2], Largest Register=wr_inter_inst.data_buf, PortBufs=68, max_slew headroom=0.719, Syn Inst Count=379, Area leader share=0.372, CTS Buffer Depth=2, DP HPWL=6.77 mm, static leakage=3.02 nW, clock latency (worst-skew pair)=420 ps, type of the worst setup path=register to register, die width=130 um, YS chip area=4890 sq um, Tool Warnings=29, DR vias/cell=around 4.6, count of cell types in the netlist=51, FP Util=0.308, share of flip-flops with an asynchronous set or reset=0.0979, Final ANT Viol Nets=0, cell type with the largest total area=dfxtp_1, hold buffers post-CTS=0, CP startpoint=current_state[2], Worst R2R Path Depth=6, placed instance area=6320 sq um, htree depth=4, ANT cells=0, final hold violations=0, top cells by area=dfxtp_1 (37%), edfxtp_1 (23%), dfrtp_1 (6.1%), Final Max Slew Viols=0, number of enable flip-flop cells=38, 1st-iter DRT viols=160, Rows=46, Chip Height=130 um, yosys cell count=379, RSZ-0062 raised after global routing=true, slew of the pin with the lowest slew margin=~420 ps, final worst slack=-628 ps, TritonCTS clock tree=done, Fmax=approximately 0.61 GHz, VDD IR max=1190 uV, final wirelength=10.6 mm, die area=16800 sq um, Largest regs=wr_inter_inst.data_buf (31), pdata (23), # Max-Cap Violations=0, Tcrit/Tclk final=1.63, Clk Tree Root Cell=clkbuf_16, clock skew=8.91 ps, core box area=15900 sq um, crit path capture type=register, first-pass GRT wire length=16.8 mm, Critical Path RT=1360 ps, Final setup viols=between 100 and 150, drt pass-1 iters=4, most numerous logic cell after layout=dfxtp_1, initial antenna violation count=0, worst hold margin=61.2 ps, CP Data Arrival Time=1990 ps
[routing by layer]
layer  GRT usage  part of all wire
met5           0                 0
met4      0.0226             0.018
met3      0.0347             0.061
met2       0.198              0.44
met1       0.203              0.48
[kinds of logic after synthesis]
| kind of cell | share of synthesized area |
|---|---|
| simple gates | 0.0969 |
| fa+ha+maj | 0.00511 |
| mux | 0.0115 |
| xor+xnor | 0.0107 |
| buf+inv | 0.0353 |
| compound gates | 0.163 |
| flops | 0.678 |
[power by group]
group | leakage, nW | internal, mW | switching [mW]
clock | 0.269 | 3.51 | 2.35
sequential | 1.40 | 6.05 | 0.0471
combinational | 1.35 | 0.222 | 0.0393
total | 3.02 | 9.79 | 2.43
[per-stage QoR]
step	TNS, ps	total power, mW	instances	setup slack [ps]	utilization
floorplan	-53860	6.21	379	-689	-
global placement	-51030	6.49	695	-675	0.398
detailed placement	-52430	6.49	695	-701	0.398
CTS	-50070	12.3	738	-644	0.451
global route	-57780	12.6	741	-725	0.465
finish	-49860	12.2	741	-628	0.465
[cell usage after synthesis, types with 6 or more instances]
master    instances
dfxtp_1          91
edfxtp_1         38
o21ai_0          25
a22o_1           20
nor2_1           17
a21oi_1          15
clkbuf_1         12
dfrtp_1          12
buf_2             9
inv_1             9
nand3_1           9
and3_1            8
a211o_1           7
a221o_2           7
nand2_1           7
nor2b_1           7
a22oi_1           6
[timing repair]
action / 4_1_cts / 5_1_grt
gates resized: 69 / 44
endpoints found under the setup margin: 112 / 114
pin swaps: 16 / 18
buffers inserted: 10 / 3
endpoints found under the hold margin: 0 / 0
gates cloned: 2 / 1
[critical path, cell delays in order, from the launching register on]
cell and delay, ps:
dfrtp_2 470, buf_6 140, nor2_1 270, nand4bb_4 150, buf_12 190, a211o_1 260
nand3_2 90
[area by class of cell]
cell class,count,area (sq um)
timing repair buffer,140,1420
inverter,9,41.3
fill,1372,8490
tap,216,270
clock inverter,11,110
clock buffer,21,450
sequential,143,3320
multi-input combinational,201,1780
[worst min path at each step]
stage,startpoint,to,slack [ps],depth (start not counted)
finish,wr_reset,wr_inter_inst.current_state[2],60,0
global route,wr_reset,wr_inter_inst.current_state[2],80,0
CTS,wr_reset,wr_inter_inst.current_state[2],70,0
No activity file was given, so power comes from the tool's default toggle rates.
